--- config.mk ---
export PLATFORM = sky130hd
export DESIGN_NAME = RegFile
export DESIGN_NICKNAME = RegFile
export VERILOG_FILES = /design/flow/design.v
export SDC_FILE = /design/flow/constraint.sdc
export NUM_CORES = 4
export LEC_CHECK = 1
export CORE_UTILIZATION = 50
--- constraint.sdc ---
current_design RegFile

set clk_period 15.2
set clk_io_pct 0.2

create_clock -name clk0 -period $clk_period [get_ports {clock}]

set non_clock_inputs [all_inputs -no_clocks]
set_input_delay [expr $clk_period * $clk_io_pct] -clock clk0 $non_clock_inputs
set_output_delay [expr $clk_period * $clk_io_pct] -clock clk0 [all_outputs]
--- design.v ---
module RegFile (clock, reset, raA, raB, wa, wen, wd, rdA, rdB);
	input reset;
	input clock;
	input        wen;
	input [4:0]  wa;
	input [31:0] wd;
	input [4:0]   raA;
	input [4:0]   raB;
	output [31:0] rdA;
	output [31:0] rdB;
	reg [31:0] regfile[0:31];  
	integer i;
always @(negedge clock)
	begin
	if (~(reset)) 
		begin
		for ( i=0;  i<31; i=i+1)begin
			regfile[i]<=0;
		end
	end
	else 
	begin
		if (wen)
		regfile[wa]<=wd;
		end
	end
	assign rdA=regfile[raA];
	assign rdB=regfile[raB];
endmodule
--- run.sh ---
#!/bin/bash
# OpenROAD 26Q1-2900-gdf79404cd8, Yosys 0.63+post, stock flow scripts
make -C /OpenROAD-flow-scripts/flow DESIGN_CONFIG=/design/flow/config.mk WORK_HOME=/design/flow/orfs finish
==> impl_metrics.tcl <==
# metrics dict for downstream scripts
set metrics [dict create \
    critPathLaunchType "flop" \
    crit_fanout 2 \
    post-place-cells 5921 \
    dieArea_um2 112700 \
    grt_start_max_net_pins 93 \
    reg_top3 "regfile: 1024 flops" \
    synth_top_area_share_pct 55.21 \
    htree_levels 3 \
    clockBufferDepth 3 \
    status "complete, no violations" \
    warnings 1027 \
    ios 114 \
    power.total_mw 8.128 \
    final_cell_mix "inv_1, mux2i_1, edfxtp_1" \
    cts_buffers 118 \
    yosysUniqueCellTypes 29 \
    ys_warn_count 1 \
    peakVddDrop_uv 112.0 \
    ys_seq_share_pct 55.21 \
    hold_depth 6 \
    tightest_slew_ns 1.100 \
    wirelength_mm 193.9 \
    dr.pass1.iters 7 \
    pwr-share-clk_pct 48.4 \
    fp-utilization_pct 50.40 \
    grtUsageTotal_pct 37.66 \
    row_count 122 \
    crit_type "reg2out" \
    io_buffers 113 \
    vias 41416 \
    hpwlAfterDp_mm 114.3 \
    synth_cells 4611 \
    synthArstFlopShare_pct 0 \
    fp.dieH_um 335.8 \
    cp-end-kind "primary output" \
    clkSinkCount 1024 \
    cts-root-buf "clkbuf_16" \
    areaGrowthSynthToFinish_pct 19.06 \
    finalHoldWorstSlack_ns 7.405 \
    cts_setup_buffers 0 \
    cts-resized-gates 0 \
    hold_class "in2out" \
    rsz0062_at_grt "false" \
    largest_register "regfile" \
    clk_pin_slew_ns 0.03 \
    yosysChipArea_um2 55700 \
    powerDensity_nw_per_um2 122.6 \
    place.gp.congestion 0.9027 \
    setup_tns_ns 0 \
    stdcell_count 7168 \
    p_seq_share_pct 41.3 \
    synth_area_um2 55700 \
    slew_violations 0 \
    synth_flops 1024 \
    cp.required_ns 12.16 \
    drc_errors 0 \
    largest_area_cell "edfxtp_1" \
    hold_viol 0 \
    syn_avg_cell_area_um2 12.08 \
    ff_type "edfxtp_1" \
    grt_pass1_wl_mm 278.4 \
    p_leak_nw 29.60 \
    p_sw_share_pct 30.61 \
    drive_gt1_share_pct 7.562 \
    core_area_um2 110500 \
    overflow 0 \
    critPathArrivalTime_ns 10.78 \
    p_comb_share_pct 10.3 \
    wl_per_cell_um 27.04 \
    viasPerCell 5.778 \
    slew_headroom_pct 26.48 \
    first_global_vias 43525 \
    topCellsByArea "edfxtp_1, mux2i_1, and2_1" \
    largest_register_ffs 1024 \
    hold_buffers 0 \
    antenna_found_initial 6 \
    drt_iter0_markers 2683 \
    cellInternalPower_mw 5.640 \
    dieWidth_um 335.8 \
    maxCapViolations 0 \
    cts_tree "yes" \
    layout_top_cell "inv_1" \
    synth-edff-count 1024 \
    switching_power_mw 2.488 \
    setup_violations 0 \
    ant_nets 0 \
    ys_cells 4611 \
]
[area by class of cell]
type	instances	area, um^2
multi-input cells	3134	23490
diodes	7	17.52
clock buffers	121	3028
well taps	1488	1862
repair buffers	274	2442
clock inverters	1120	4722
fillers	8911	44200
flip-flops and latches	1024	30750
[cell families after synthesis]
| group | count (synthesis) | share of synthesized area [%] |
|---|---|---|
| multiplexers | 1024 | 18.40 |
| buffers and inverters | 453 | 3.682 |
| AND/OR/NAND/NOR | 1503 | 15.39 |
| AND-OR/OR-AND | 607 | 7.323 |
| flip-flops | 1024 | 55.21 |
[metal layers]
metal / global-route usage, % / vias to the layer above / share of wire (%)
met5: 1.277 / - / 0.13
met1: 49.81 / 20013 / 37
met2: 51.65 / 2123 / 45
met3: 22.99 / 383 / 14
met4: 16.78 / 12 / 4.1
li1: - / 18885 / -
[synth_stat cells (64+ instances only)]
cell type,n
a21oi_1,192
a22o_1,128
a22oi_1,192
a31oi_1,64
and2_1,994
buf_2,82
clkbuf_1,271
edfxtp_1,1024
mux2i_1,1024
nand2_1,197
nand3_1,193
nor3_1,64
[metrics by stage]
step           worst slack (ns)  instance area, um^2  util, %
6_report                  1.379                66310    60.00
5_1_grt                   1.214                66300    59.99
4_1_cts                   1.456                66300    59.99
3_5_place_dp              1.432                58550    52.98
3_3_place_gp              1.409                58550    52.98
2_1_floorplan             1.117                55700        -
[critical path, cell delays in order, from the launching register on]
cell and delay (ns):
edfxtp_1 0.34, mux2i_1 0.08, a22o_1 0.33, nor3_1 0.69
a31oi_1 0.35, nand3_1 0.21, clkdlybuf4s50_1 0.48
[final timing paths]
| path | end | from | slack [ns] |
|---|---|---|---|
| worst max-delay path | rdA[11] | regfile[0][11]$_SDFFCE_NN0P_ | 1.38 |
| worst min-delay path | rdB[7] | raB[1] | 7.41 |
[power groups by stage]
stage / registers, mW / clock network (mW) / logic (mW)
after CTS: 3.36 / 4.04 / 0.830
final: 3.36 / 3.93 / 0.838
after global routing: 3.37 / 4.35 / 0.883
Power and IR drop assume default switching activity.
