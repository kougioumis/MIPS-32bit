==> design/flow/design.v <==
module FSMALL(op, funct, MemToReg, MemWrite, MemRead, Branch, ALUSrc, RegDst, RegWrite, ALUOp, ALUControl);
input [5:0] op, funct;
output [1:0] ALUOp;
output reg MemToReg, MemWrite, MemRead, Branch, ALUSrc, RegDst, RegWrite;
output reg [3:0] ALUControl;
reg [1:0] ALUOp;
always @(op)
if (op==6'b000000)
begin
	MemToReg=1'b0;
	MemWrite=1'b0;
	MemRead=1'b0;
	Branch=1'b0;
	ALUSrc=1'b0;
	RegDst=1'b1;
	RegWrite=1'b1;
	ALUOp=2'b10;
end
else if (op==6'b100011)
begin 
	MemToReg=1'b1;
	MemWrite=1'b0;
	MemRead=1'b1;
	Branch=1'b0;
	ALUSrc=1'b1;
	RegDst=1'b0;
	RegWrite=1'b1;
	ALUOp=2'b00;
end
else if (op==6'b101011)
begin
	MemToReg=1'bx;
	MemWrite=1'b1;
	MemRead=1'b0;
	Branch=1'b0;
	ALUSrc=1'b1;
	RegDst=1'bx;
	RegWrite=1'b0;
	ALUOp=2'b00;
end
else if (op==6'b000100)
begin
	MemToReg=1'bx;
	MemWrite=1'b0;
	MemRead=1'b0;
	Branch=1'b1;
	ALUSrc=1'b0;
	RegDst=1'bx;
	RegWrite=1'b0;
	ALUOp=2'b01;
end
else
begin
	MemToReg=1'bx;
	MemWrite=1'bx;
	Branch=1'bx;
	ALUSrc=1'bx;
	RegDst=1'bx;
	RegWrite=1'bx;
	ALUOp=2'bx;
end
always@(ALUOp)
begin
case(funct)
	6'b100000:  
	ALUControl=4'b0010;
	6'b100010:  
	ALUControl=4'b0110;
	6'b100100:  
	ALUControl=4'b0000;
	6'b100101:  
	ALUControl=4'b0001;
	6'b101010:  
	ALUControl=4'b0111;
	6'b111110:  
	ALUControl=4'b1010;
default:
ALUControl = ( ALUOp==2'b00 )? 4'b0010 : 4'b0110 ;
endcase
end
endmodule
==> design/flow/run.sh <==
#!/bin/bash
# OpenROAD 26Q1-2900-gdf79404cd8, Yosys 0.63+post, stock flow scripts
make -C /OpenROAD-flow-scripts/flow DESIGN_CONFIG=/design/flow/config.mk WORK_HOME=/design/flow/orfs finish
==> design/flow/config.mk <==
export PLATFORM = sky130hd
export DESIGN_NAME = FSMALL
export DESIGN_NICKNAME = FSMALL
export VERILOG_FILES = /design/flow/design.v
export SDC_FILE = /design/flow/constraint.sdc
export NUM_CORES = 4
export LEC_CHECK = 1
export CORE_AREA = 10 10 70 70
export DIE_AREA = 0 0 80 80
==> design/flow/constraint.sdc <==
current_design FSMALL

set clk_period 2.7
set clk_io_pct 0.2

create_clock -name clk0 -period $clk_period

set non_clock_inputs [all_inputs -no_clocks]
set_input_delay [expr $clk_period * $clk_io_pct] -clock clk0 $non_clock_inputs
set_output_delay [expr $clk_period * $clk_io_pct] -clock clk0 [all_outputs]
==> impl_metrics.tcl <==
# metrics dict for downstream scripts
set metrics [dict create \
    placed_area_um2 509 \
    unclocked_pins 1 \
    final-max-slew-violation-count 0 \
    core_area_mm2 0.00342 \
    warnings 32 \
    antenna_found_initial 0 \
    regArea_um2 15.0 \
    drc 0 \
    chip_area_mm2 0.00640 \
    cap_violations 0 \
    gr-usage-met2_pct 4.49 \
    tightest_slew_ns 0.306 \
    first_global_vias 320 \
    grt_pass1_wl_um 1520 \
    rows 21 \
    comb_area_um2 179 \
    syn-cell-area_um2 201 \
    finalClockPeriodUsage_pct 96.8 \
    synth.distinct_cells 22 \
    place.port_buffers 25 \
    required_ns 2.16 \
    yosys_warnings 1 \
    yosys_area_um2 201 \
    cts_setup_buffers 0 \
    start_kind "input pin" \
    vias 302 \
    met1_usage_pct 3.76 \
    final_util_pct 15.5 \
    largest_register_ffs 1 \
    endpoint_kind "primary output" \
    fin_area_um2 531 \
    grt_util_all_layers_pct 2.91 \
    worstPathMaxFanout 5 \
    max_freq_mhz 383 \
    ys_seq_elements 1 \
    met3_usage_pct 1.48 \
    drive_gt1_share_pct 18.9 \
    hold_viol_final 0 \
    power_density_mw_per_mm2 79.3 \
    setup_viol 0 \
    chipWidth_um 80 \
    diodes 0 \
    ios 25 \
    netlist_instances 28 \
    fin_cells 99 \
    maxSlewHeadroom_pct 79.5 \
    status "finished, final reports clean" \
    rsz0062_at_grt "false" \
    period_needed_ns 2.61 \
    yosys-stat-cells 28 \
    n_fill_cell 386 \
    vias_per_cell 3.05 \
    crit_type "input pin to primary output" \
    cellLeakagePower_nw 0.222 \
    post-place-cells 99 \
    avgRoutedWirePerCell_um 9.72 \
    fp_util_pct 5.90 \
    grt-busiest-layer "met2" \
    routabilityCongestion 0.694 \
    grt_remaining_overflow 0 \
    antenna_left 0 \
    dpl.hpwl_um 857 \
    grt_max_degree 7 \
    postSynthAreaPerCell_um2 7.19 \
    crit_arrival_ns 2.07 \
    drtPass1Iterations 2 \
    peakVddDrop_mv 0.0411 \
    setup-tns-final_ns 0 \
    untimed_endpoints 2 \
    wirelength_um 962 \
    area_growth_pct 163 \
    hp-class "input pin to primary output" \
    holdWs_ns 1.73 \
    drt_iter0_drc 3 \
    fp.dieH_um 80 \
]
[layout by cell type, fill, tap and decap left out, types with 2 or more instances in the layout]
cell,count
dlygate4sd2_1,5
buf_4,2
inv_1,2
nor2_1,2
o22ai_1,2
dlymetal6s2s_1,5
clkdlybuf4s50_1,14
nor3_1,2
[Yosys cell counts (all sizes together)]
| cell type | n | area, um^2 |
|---|---|---|
| nor2 | 3 | 11.3 |
| nor3 | 3 | 26.3 |
| buf | 2 | 15.0 |
| inv | 2 | 7.51 |
| o22ai | 2 | 12.5 |
| a21o | 1 | 8.76 |
| a22oi | 1 | 7.51 |
| a31oi | 1 | 6.26 |
| and2 | 1 | 7.51 |
| dlxtn | 1 | 15.0 |
| nand2 | 1 | 3.75 |
| nand3b | 1 | 7.51 |
| nand4 | 1 | 6.26 |
| nand4b | 1 | 8.76 |
| nor2b | 1 | 6.26 |
| nor3b | 1 | 7.51 |
| nor4bb | 1 | 10.0 |
| o21a | 1 | 7.51 |
| or2 | 1 | 6.26 |
| or3b | 1 | 8.76 |
| or4 | 1 | 11.3 |
[cell families after synthesis]
| family | after synthesis | share of synthesized area [%] |
|---|---|---|
| AOI/OAI and AO/OA | 6 | 21.1 |
| and+or+nand+nor | 17 | 60.3 |
| latches | 1 | 7.45 |
| buffers and inverters | 4 | 11.2 |
[path summary, 6_finish.rpt]
check,from,end,slack (ns),cells past startpoint
worst max-delay path,op[1],ALUOp[1],0.09,4
worst min-delay path,op[2],RegDst,1.73,4
[worst max-delay path: stages]
cell and delay (ns):
dlygate4sd2_1 0.24, or4_4 0.53, nor3_4 0.25, clkdlybuf4s50_1 0.51
[power breakdown]
group          leakage (nW)  internal, W  switching [W]
Sequential          0.00757  0.000000469   0.0000000281
Combinational         0.215    0.0000258      0.0000158
Clock                     0            0              0
Total                 0.222    0.0000262      0.0000159
[through the flow]
stage | power, W | worst slack [ns]
2_1_floorplan | 0.0000109 | 0.754
3_3_place_gp | 0.0000438 | -0.132
3_5_place_dp | 0.0000441 | -0.142
4_1_cts | 0.0000416 | 0.0184
5_1_grt | 0.0000456 | 0.0104
6_report | 0.0000421 | 0.0872
[final cells by class]
class,instances,area share [%]
sequential,1,2.83
tap,46,10.8
multi-input combinational,23,33.7
timing repair buffer,27,51.2
inverter,2,1.42
[metal layers]
metal	share of wire [%]	vias to the layer above
met5	0	-
met4	0	0
met3	18	0
met2	39	19
met1	43	128
li1	-	155
[timing repair]
action                     CTS  global route
hold buffers                 0             0
pin swaps                    3             4
gates resized                7             9
setup endpoints to repair    7             2
No activity file was given, so power comes from the tool's default toggle rates.
